<file path="flow/config.mk">
export PLATFORM = sky130hd
export DESIGN_NAME = CPLD_3DO
export DESIGN_NICKNAME = CPLD_3DO
export VERILOG_FILES = /design/flow/design.v
export SDC_FILE = /design/flow/constraint.sdc
export NUM_CORES = 4
export LEC_CHECK = 1
export CORE_UTILIZATION = 30
</file>
<file path="flow/constraint.sdc">
current_design CPLD_3DO

set clk_period 3.6
set clk_io_pct 0.2

create_clock -name clk0 -period $clk_period [get_ports {clk12}]

set non_clock_inputs [all_inputs -no_clocks]
set_input_delay [expr $clk_period * $clk_io_pct] -clock clk0 $non_clock_inputs
set_output_delay [expr $clk_period * $clk_io_pct] -clock clk0 [all_outputs]
</file>
<file path="flow/design.v">
module CPLD_3DO(
	 input b0_240,
	 input b1_240,
	 input b2_240,
	 input b3_240,
	 input b4_240,
	 input b0_480,
	 input b1_480,
	 input b2_480,
	 input b3_480,
	 input b4_480,
	 input       clk12,
    input       hsync,
    input       vsync,
    input       interlace_in,
    input       encoder,
	 input		 encoder_bt9103,
    output reg  interlace_out,
    output wire hsync_o,
	 output wire led,
    output wire vsync_o,
    output wire csync_o,
	 output wire hsync_o_VGA,
    output wire vsync_o_VGA
);
    reg vsync2 = 0;
    reg hsync2 = 0;  
	 reg hsync3 = 0;
    reg prev_vsync = 0;
    reg prev_hsync = 0;
    reg [9:0] h_count = 0;
    reg [9:0] new_h_count = 0;
    reg [9:0] h_total = 0;
    reg [7:0] h_low_count = 0;
    reg hsync_mod = 1'b1;
    reg [4:0] shift_value = 0;
    reg [11:0] CounterX = 0;
    reg [8:0] CounterY = 0;
	 reg [8:0] counterled = 0;
	 reg LED_status = 0;
	 reg var_b0_240;
	 reg var_b1_240;
	 reg var_b2_240;
	 reg var_b3_240;
	 reg var_b4_240;
	 reg var_b0_480;
	 reg var_b1_480;
	 reg var_b2_480;
	 reg var_b3_480;
	 reg var_b4_480;
	 reg interlace_startup=0;
	 reg startup_buf=0;
	 reg vsync_start=0;
    localparam GENERATED_240P_WIDTH = 796;
    localparam GENERATED_240P_HEIGHT = 262;
    localparam GENERATED_240P_HEIGHT_PAL = 288;
    localparam HSYNC_SHIFT_240P_MOD = 5'b00000;
    localparam HSYNC_SHIFT_480I_MOD = 5'b11000;
	 localparam VSYNC_SHIFT_LENGTH = 10'b1001110001;
 	 localparam VSYNC_SHIFT_LENGTHBT = 12'b100101100000;
	 always @(negedge clk12) begin
	 var_b0_240 <= !b0_240;
	 var_b1_240 <= !b1_240;
	 var_b2_240 <= !b2_240;
	 var_b3_240 <= !b3_240;
	 var_b4_240 <= !b4_240;
	 var_b0_480 <= !b0_480;
	 var_b1_480 <= !b1_480;
	 var_b2_480 <= !b2_480;
	 var_b3_480 <= !b3_480;
	 var_b4_480 <= !b4_480;
    prev_vsync <= vsync2;
    prev_hsync <= hsync2;
 	if(!startup_buf) begin
		interlace_startup<=interlace_in;
		startup_buf<=1;
	end 
        if (prev_vsync != vsync2 && prev_hsync != hsync2 && !vsync2) begin
				interlace_out <= interlace_in;
				if(!encoder || !encoder_bt9103) begin
					shift_value <= interlace_in ? {var_b0_240, var_b1_240 , var_b2_240 , var_b3_240 , var_b4_240} : {var_b0_480 , var_b1_480 , var_b2_480 , var_b3_480 , var_b4_480};				
				end else begin
					shift_value <= interlace_startup ? {var_b0_240, var_b1_240 , var_b2_240 , var_b3_240 , var_b4_240} : {var_b0_480 , var_b1_480 , var_b2_480 , var_b3_480 , var_b4_480};			
				end
				counterled <= counterled + 1'b1;
				if (counterled > 119) begin
					LED_status <= !LED_status;
					counterled <= 7'b0;
				end
		  end
        if ((prev_hsync != hsync2) && !hsync2) begin
            h_count <= 0;
            new_h_count <= 0;
            h_total <= h_count - shift_value;   
        end else begin
            h_count <= h_count + 1'b1;
            new_h_count <= new_h_count + 1'b1; 
        end
        if (new_h_count == h_total) begin
            hsync_mod <= 0;
            h_low_count <= 0;
        end else begin
            if (h_low_count == 6'b111100) begin   
					 hsync_mod <= 1'b1;
            end else begin
                h_low_count <= h_low_count+1;  
            end
        end
        if ((!encoder || !encoder_bt9103) && interlace_in) begin
						if (CounterX < GENERATED_240P_WIDTH - 1) begin
								CounterX <= CounterX + 1;
						end else begin
								CounterX <= 0;
								if (CounterY < (encoder_bt9103 ?	GENERATED_240P_HEIGHT : GENERATED_240P_HEIGHT_PAL) - 1) begin
									CounterY <= CounterY + 1;
								end else begin
									CounterY <= 0;
								end
						end
						vsync2 <= ~(CounterY <= 3);
						hsync2 <= ~(CounterX[9:6] == 0);
						hsync3 <= hsync_mod;
		  end else begin
					if(!vsync && !vsync_start) begin
					 CounterX <= 0;
					 vsync2 <= 0;
					 vsync_start<=1;
					end else if(CounterX < VSYNC_SHIFT_LENGTHBT)begin
						CounterX <= CounterX + 1;
					end else begin
						vsync_start <= 0;
						vsync2 <= 1;
					end
					hsync2 <= hsync;
					hsync3 <= hsync_mod;	
		  end
    end
	 assign led=LED_status;
	 assign hsync_o_VGA = hsync3;
    assign vsync_o_VGA = vsync2;    
	 assign hsync_o = hsync3;
    assign vsync_o = vsync2;    
    assign csync_o = (hsync_mod ^ vsync2) ^ 1;
 endmodule
</file>
<file path="flow/run.sh">
#!/bin/bash
# OpenROAD 26Q1-2900-gdf79404cd8, Yosys 0.63+post, stock flow scripts
make -C /OpenROAD-flow-scripts/flow DESIGN_CONFIG=/design/flow/config.mk WORK_HOME=/design/flow/orfs finish
</file>
==> results_dict.tcl <==
# implementation run metrics
set metrics [dict create \
    outcome "finished, violations left" \
    violations_in_the_final_reports "setup timing" \
    yosys-top-cells-area "sky130_fd_sc_hd__edfxtp_1, sky130_fd_sc_hd__dfxtp_1, sky130_fd_sc_hd__xor2_1" \
    hold_violations 0 \
    finalWirelength_um 7460 \
    yosysChipArea_mm2 0.00431 \
    internal_power_mw 2.23 \
    die.size.y_um 122 \
    layout_cells_sized_above_1_pct 8.61 \
    route.detailed.vias_per_inst 4.41 \
    cts_max_level 3 \
    synth_largest_type_area_fraction_pct 34.8 \
    ant_nets 0 \
    worst_slew_pin_slew_ps 669 \
    synthDominantAreaCellType "sky130_fd_sc_hd__edfxtp_1" \
    cts_max_path_buffers 2 \
    synthDistinctLibCells 47 \
    power_frac_comb_pct 15.2 \
    worstSkewPairLatency_ps 400 \
    num_io_pins 23 \
    critPathRequiredTime_ps 2880 \
    chipArea_mm2 0.0149 \
    initial_core_util_pct 31.0 \
    placedInstanceArea_mm2 0.00484 \
    grt_pass1_vias 3190 \
    holdPathStages 0 \
    yosysCellCount 397 \
    post_drt_wl_per_cell_um 10.5 \
    fin_total_pwr_mw 3.25 \
    tritoncts_num_sinks 94 \
    cpPeakStageDelay_ps 410 \
    ff_latch_count_synth 94 \
    worst-path-buf-inv 2 \
    worst-path-stages 3 \
    post-route-worst-setup-slack_ps -92.7 \
    drc 0 \
    finalSetupViolations 3 \
    arrival_ps 2970 \
    fraction_of_power_consumed_by_sequential_logic_pct 44.3 \
    drt_pass1_iterations 6 \
    timing.critical_path.max_delay_family "flip-flops" \
    clock_skew_ps 16.6 \
    globalRoute.totalOverflow 0 \
    slew_violations 0 \
    placement.io_buffers 22 \
    root_buffer "sky130_fd_sc_hd__clkbuf_16" \
    area_growth_syn_to_fin_pct 27.4 \
    p_clk_share_pct 40.6 \
    post_synthesis_area_per_instance_um2 10.9 \
    first_pass_grt_wire_length_um 13100 \
    detailroute.via_count 3150 \
    placeableCoreArea_mm2 0.0139 \
    postSynth.topFlopCell "sky130_fd_sc_hd__edfxtp_1" \
    crit_slowest_cell "sky130_fd_sc_hd__edfxtp_1" \
    detailedRoute.firstIterationViolations 161 \
    drv_cap 0 \
    vdd_drop_max_mv 0.263 \
    cts_inserted_buffers 9 \
    gate_count_after_technology_mapping 397 \
    rrSetupSlack_ps 1480 \
    synth-edff-count 50 \
    tritoncts "yes" \
    r2r.worst_path.cells 6 \
    leakage_nw 2.53 \
    std_cell_rows 43 \
    highest_net_fanout_along_the_worst_path 2 \
    finish.instance_area_mm2 0.00550 \
    fraction_of_synthesis_flops_using_an_asynchronous_set_or_reset_pin_pct 0 \
    total_switching_power_mw 1.02 \
    antenna_found_initial 0 \
    clk_transition_reported_paths_ps 30 \
    crit_type "reg -> out" \
    synthesis.area_mm2 0.00431 \
    track_usage_pct 11.3 \
    switching_share_of_power_pct 31.3 \
    ys_warn_count 1 \
    chipWidth_um 122 \
    path_cells "buf_6 > xnor2_2 > buf_2" \
    slew_headroom_pct 55.2 \
    critical_path.startpoint_type "register" \
    grt_setup_unrepaired "yes" \
    gp_congestion 0.816 \
    yosys.stat.seqShare_pct 55.2 \
    min-delay-path-class "reg -> reg" \
    place.detailed.hpwl_um 4730 \
    antenna_cells 0 \
    stage_log_warnings 122 \
    cellPowerDensity_mw_per_mm2 592 \
    grt_start_max_net_pins 31 \
    end_kind "output pin" \
]
cell usage after synthesis, drive strengths merged, types with 5 or more instances:
library cell	n
nor2	60
edfxtp	50
dfxtp	44
xor2	33
inv	27
xnor2	24
nand2	18
nand3	17
ha	16
a21oi	12
nand4	11
and3	10
o21ai	8
nor2b	7
nor3	6
o211ai	6
mux2	5
cells in the final DEF (no fill, tap or decap), drive strengths merged, types with 16 or more instances in the layout:
master and n:
inv 123, nor2 60, edfxtp 50, dfxtp 44, xor2 33, xnor2 24
nand2 18, nand3 17, buf 17, ha 16
power groups by stage:
stage | Sequential (mW) | Combinational, mW | Clock [mW]
4_1_cts | 1.44 | 0.500 | 1.39
5_1_grt | 1.46 | 0.570 | 1.51
6_report | 1.44 | 0.493 | 1.32
sequential cells by signal, summed over array words and instances (netlist names), 5 cells and up:
signal	cells
CounterX	12
CounterY	9
counterled	9
h_count	10
h_low_count	8
h_total	10
new_h_count	10
shift_value	5
per-layer routing:
metal	GRT usage [%]	vias to the layer above	share of wire, %
li1	-	1643	-
met1	15.4	1431	48
met2	15.2	64	45
met3	4.77	12	4.8
met4	6.48	0	1.8
met5	0	-	0
timing repair:
item | CTS | global route
pin swaps | 2 | 3
cloned | 0 | 1
endpoints found under the setup margin | 54 | 9
hold buffers | 0 | 0
gates resized | 22 | 3
buffers inserted | 3 | 1
worst paths after layout:
| kind | startpoint | to |
|---|---|---|
| hold / removal | hsync2 | prev_hsync |
| setup / recovery | vsync2 | csync_o |
| setup reg to reg | vsync2 | LED_status |
| hold reg to reg | hsync2 | prev_hsync |
per-stage QoR:
| step | setup TNS [ps] | util (%) | setup slack (ps) | hold slack [ps] | cells |
|---|---|---|---|---|---|
| CTS | -345 | 39.4 | -144 | 349 | 713 |
| global placement | -24660 | 34.7 | -592 | 345 | 603 |
| finish | -271 | 39.4 | -92.7 | 345 | 714 |
| detailed placement | -25530 | 34.7 | -643 | 345 | 603 |
| global route | -420 | 39.4 | -144 | 365 | 714 |
| floorplan | 0 | - | 24.8 | 331 | 398 |
layout make-up:
cell class	instances	area [um2]
fillers	1311	8440
flip-flops and latches	94	2380
multi-input cells	270	1840
clock inverters	99	409
repair buffers	36	319
clock buffers	9	225
well taps	180	225
inverters	26	97.6
cells by family (layout without fill, tap and decap cells):
| kind of cell | after synthesis | count (layout) | share of synthesized area (%) |
|---|---|---|---|
| AND/OR/NAND/NOR | 147 | 147 | 16.9 |
| flip-flops | 94 | 94 | 55.2 |
| XOR/XNOR | 57 | 57 | 11.6 |
| AND-OR/OR-AND | 40 | 40 | 6.29 |
| buffers and inverters | 34 | 170 | 3.16 |
| adder cells (fa/ha/maj) | 17 | 17 | 5.10 |
| multiplexers | 6 | 6 | 1.54 |
| other | 2 | 3 | 0.174 |
Power figures rest on the tool's default switching activity, not on a simulated workload.
